## /design/flow/config.mk

```make
export PLATFORM = sky130hd
export DESIGN_NAME = controller
export DESIGN_NICKNAME = controller
export VERILOG_FILES = /design/flow/design.v
export SDC_FILE = /design/flow/constraint.sdc
export NUM_CORES = 4
export LEC_CHECK = 1
export CORE_AREA = 10 10 70 70
export DIE_AREA = 0 0 80 80
```

## /design/flow/constraint.sdc

```tcl
current_design controller

set clk_period 1.6
set clk_io_pct 0.2

create_clock -name clk0 -period $clk_period [get_ports {clk}]

set non_clock_inputs [all_inputs -no_clocks]
set_input_delay [expr $clk_period * $clk_io_pct] -clock clk0 $non_clock_inputs
set_output_delay [expr $clk_period * $clk_io_pct] -clock clk0 [all_outputs]
```

## /design/flow/design.v

```verilog
module controller (
	start, counter_64_co, rst, clk, write_en , read_en, mux_en,
	reg_en , cnt_64_en, done, reg_rst, permute_en
);
	input start;
	input counter_64_co;
	input rst;
	input clk;
	output reg permute_en;
	output reg write_en; 
	output reg read_en; 
	output reg mux_en;
	output reg reg_en;
	output reg cnt_64_en;
	output reg done;
	output reg reg_rst;
	reg [2:0] ps , ns ;
	parameter [2:0] Idle = 0 , Beginn = 1 , Read = 2 , PassInput = 3, Swap = 4 , PassOutput = 5, Write = 6; 
	reg check_start;
	assign check_start = (counter_64_co) ? 0 : start ;
	always@(posedge clk , posedge rst) begin
		if (rst == 1'b1)
			ps <= Idle;
		else
			ps <= ns;
	end
	always@(ps, start, counter_64_co) begin
		ns = Idle ;
		case (ps)
			Idle:
				ns = (check_start) ? Beginn : Idle;
			Beginn:
				ns = Read;
			Read:
				ns = PassInput;
			PassInput:
				ns = Swap;
			Swap:
				ns = PassOutput ;
			PassOutput:
				ns = Write;
			Write:
				ns = (counter_64_co) ? Idle : Beginn;
			default :
				ns = Idle;
		endcase
	end
	always@(ps , counter_64_co) begin
		write_en = 1'b0 ; reg_en = 1'b0 ; cnt_64_en = 1'b0; reg_rst = 1'b0; permute_en = 1'b0; read_en = 1'b0; mux_en = 1'b0;
		done = 1'b0; 
		case (ps)
		Idle: begin
			reg_rst = 1'b1;
		end
		Beginn : begin
			done = (counter_64_co) ? 1'b1 : 1'b0;
		end
		Read : begin
			read_en = 1'b1;
		end
		PassInput : begin
			reg_en = 1'b1;
		end
		Swap : begin
			permute_en = 1'b1;
		end
		PassOutput : begin
			reg_en = 1'b1;
			mux_en = 1'b1;
		end
		Write : begin
			cnt_64_en = 1'b1;
			write_en = 1'b1;
		end
		endcase
	end
endmodule
```

## /design/flow/run.sh

```bash
#!/bin/bash
# OpenROAD 26Q1-2900-gdf79404cd8, Yosys 0.63+post, stock flow scripts
make -C /OpenROAD-flow-scripts/flow DESIGN_CONFIG=/design/flow/config.mk WORK_HOME=/design/flow/orfs finish
```

==> impl_metrics.toml <==
# synthesis and place-and-route metrics
[yosys]
synth.lib_cells_used.distinct = 9
yosys.area_share.xor_xnor = 0
synthesis.area_per_instance_um2 = 13.9
yosys.area_share.simple = 0.0730
synth_adder_area_share = 0
yosys.stat.seqShare = 0.792
post_synth_ao_oa_area_fraction = 0.0674
synth_flop_count = 7
mappedNetlistArea_um2 = 223
netlist_instances = 16
netlist_logic_family_top = "simple AND/OR/NAND/NOR gates"
ys_cells = 16
synth.yosys.warnings = 2
yosys-mux-area-fraction = 0
synth_chip_area_um2 = 223

[worst_setup_path]
r2r_setup_slack_ns = 0.75
crit_arrival_ns = 1.25
critPathTopFamily = "buffers and inverters"
critical_path_slowest_stage_cell = "clkdlybuf4s50_1"
critical_path_cell_count = 2
worstRegToRegCells = 3
worst-endpoint-required_ns = 1.28
start_kind = "flop"
worst_path_largest_cell_delay_ns = 0.41
cp_num_buf_inv = 1
critical_path_cell_by_cell = "or2_1, clkdlybuf4s50_1"
endpoint_kind = "primary output"
timing_worst_setup_path_type = "flop to primary output"
critical_path_peak_fanout = 2

[layout]
largest_reg_flops = 7
regArea_um2 = 176
largest-register = "ps"
final_cell_mix = "9 x clkdlybuf4s50_1, 6 x dfrtp_1, 3 x clkbuf_4"
finish.cell_count_without_fillers = 78
layout.filler_cells = 399
layout_top_registers = "ps (7)"
layout.core_utilization = 0.125
multi_input_comb_area_um2 = 33.8
highest_count_logic_cell_in_the_final_layout = "clkdlybuf4s50_1"
area_growth_pct = 92.1
drive_gt1_frac = 0.219

[floorplanning]
dieArea_um2 = 6400
core_um2 = 3420
chipHeight_um = 80
floorplan.core_util = 0.0652
core.rowCount = 21
die-width_um = 80
io_pins = 12

[final_timing]
actual_transition_at_the_worst_max_transition_pin_ns = 0.254
report.final.setup_viol = 0
slew-limit-headroom = 0.830
maxSlewViolCount = 0
finalWorstSetupSlack_ns = 0.0322
post-route-period-util = 0.980
unrepaired_setup_endpoints_after_global_routing = "yes"
totalNegativeSetupSlack_ns = 0
fin_crit_ns = 1.57
clock_skew_ns = 0.000476
fmaxAchievable_mhz = 638
finalHoldViolCount = 0

[route]
ant_nets = 0
detail_route.first_pass.iterations = 1
vias_per_cell = 2.24
vias = 175
routed_wl_um = 594
drc_errors = 0
initial_drt_markers = 0
antennaDiodeCount = 0
avgRoutedWirePerCell_um = 7.62

[cts]
max-clock-path-buffers = 2
cts.hold.buffers_added = 0
cts.clk_slew.worst_paths_ns = 0.05
tritoncts = "yes"
numCtsBuffers = 3
clock_tree.root_cell = "clkbuf_4"
worst_skew_pair.late_latency_ns = 0.25
clock_sinks = 7
clock_tree.htree_level_count = 1

[global_routing]
grt_first_pass_wirelength_um = 972
pin_count_of_the_biggest_net_entering_global_routing = 8
first_global_vias = 202
grt-ovfl-total = 0
track_usage = 0.0214
grt_antenna_before_repair = 0

[place]
buffer_ports.inserted = 11
place_inst = 72
pre_cts_slack_ns = -0.142
dpl.hpwl_um = 506
place.gp.congestion = 0.733

[run]
timing.max_cap.violations = 0
count_of_tool_warnings = 26

[power_and_ir_drop]
power_density_nw_per_um2 = 1080
power.leakage_nw = 0.193
ir_drop_v = 0.000202
report.power.total_mw = 0.464

[worst_hold_path]
hold_path_class = "input pin to async pin"

[status]
run_status = "complete, no violations"
-- synth_stat cells --
library cell / n / share of area
a21oi_1: 1 / 0.022
and2_1: 1 / 0.028
buf_4: 1 / 0.034
dfrtp_1: 6 / 0.67
dfstp_2: 1 / 0.12
inv_1: 2 / 0.034
nor2_1: 1 / 0.017
o21ai_1: 2 / 0.045
or2_1: 1 / 0.028
-- worst paths after layout --
path                                    to            start
max                                 reg_en  ps[6]$_DFF_PP0_
min                        ps[2]$_DFF_PP0_              rst
max reg2reg                ps[4]$_DFF_PP0_  ps[0]$_DFF_PP1_
min reg2reg                ps[1]$_DFF_PP0_  ps[6]$_DFF_PP0_
max in group asynchronous  ps[0]$_DFF_PP1_              rst
min in group clk0          ps[1]$_DFF_PP0_  ps[6]$_DFF_PP0_
-- layer usage --
layer,part of all wire,GRT usage,vias to the layer above
li1,-,-,82
met1,0.43,0.0216,77
met2,0.25,0.0217,16
met3,0.32,0.0352,0
met4,0,0.00352,0
met5,0,0,-
-- worst register-to-register path: stages, from the launching register on --
cell and delay, ns:
dfstp_2 0.53, buf_4 0.11, a21oi_1 0.05, nor2_1 0.09
-- where the power goes --
| group | switching (mW) | leakage [nW] | internal (mW) |
|---|---|---|---|
| combinational | 0.0223 | 0.0871 | 0.0675 |
| clock | 0.0594 | 0.0150 | 0.0948 |
| sequential | 0.0149 | 0.0905 | 0.205 |
-- repair_timing --
item / in CTS / in global routing
endpoints found under the hold margin: 0 / 0
endpoints found under the setup margin: 2 / 2
gates cloned: 0 / 0
setup buffers: 1 / 1
resized: 2 / 1
-- final cells by class --
cell class                 count  share of cell area
clock buffer                   4              0.0614
inverter                       2              0.0175
tap                           46               0.135
timing repair buffer          13               0.295
multi-input combinational      6              0.0789
sequential                     7               0.412
-- metrics by stage --
stage	cell area (um^2)	hold WS, ns
floorplan	223	0.123
global placement	383	0.353
detailed placement	383	0.361
CTS	418	0.297
global route	428	0.310
finish	428	0.299
-- cell families after synthesis --
kind of cell / Yosys count
buffers and inverters: 3
AND/OR/NAND/NOR: 3
flip-flops: 7
AND-OR/OR-AND: 3
Power figures rest on the tool's default switching activity, not on a simulated workload.
